`/design/flow/design.v`:
```
`timescale 1ns/1ps
module gpredict (
 input clk,
 input reset_n,  
 input [7:0] pc,  
 input actual_taken,  
 output reg pred_taken,  
 output reg [31:0] mispredict_count
);
 reg [3:0] ghr;
 reg [1:0] bht [0:15];
 integer i;
 reg [3:0] idx;
 always @(posedge clk or negedge reset_n) begin
 if (!reset_n) begin
 ghr <= 4'b0000;
 mispredict_count <= 32'd0;
 pred_taken <= 1'b0;
 for (i = 0; i < 16; i = i + 1)
 bht[i] <= 2'b01;  
 end
 else begin
 idx = pc[3:0];
 pred_taken <= bht[idx][1];
 if (bht[idx][1] != actual_taken)
 mispredict_count <= mispredict_count + 1;
 if (actual_taken) begin
 if (bht[idx] != 2'b11)
 bht[idx] <= bht[idx] + 1;
 end else begin
 if (bht[idx] != 2'b00)
 bht[idx] <= bht[idx] - 1;
 end
 ghr <= {ghr[2:0], actual_taken};
end
 end
endmodule
```
`/design/flow/run.sh`:
```
#!/bin/bash
# OpenROAD 26Q1-2900-gdf79404cd8, Yosys 0.63+post, stock flow scripts
make -C /OpenROAD-flow-scripts/flow DESIGN_CONFIG=/design/flow/config.mk WORK_HOME=/design/flow/orfs finish
```
`/design/flow/config.mk`:
```
export PLATFORM = sky130hd
export DESIGN_NAME = gpredict
export DESIGN_NICKNAME = gpredict
export VERILOG_FILES = /design/flow/design.v
export SDC_FILE = /design/flow/constraint.sdc
export NUM_CORES = 4
export LEC_CHECK = 1
export CORE_UTILIZATION = 30
```
`/design/flow/constraint.sdc`:
```
current_design gpredict

set clk_period 6.9
set clk_io_pct 0.2

create_clock -name clk0 -period $clk_period [get_ports {clk}]

set non_clock_inputs [all_inputs -no_clocks]
set_input_delay [expr $clk_period * $clk_io_pct] -clock clk0 $non_clock_inputs
set_output_delay [expr $clk_period * $clk_io_pct] -clock clk0 [all_outputs]
```
==> notes.md <==
Figures from the flow reports.

Synthesis:
- The run gives the number of cells in Yosys stat as 408.
- In the post-synthesis netlist, the biggest area contributors are dfrtp_1, dfstp_2, o22ai_1, xnor2_1, nand2_1.
- Looking at area per cell type in the netlist, the leader is dfrtp_1.
- The run puts the yosys stat chip area at around 0.0038 mm^2.
- The run gives the number of distinct library cell variants in the gate-level netlist after synthesis as about 50.
- The run puts the area fraction of the dominant cell type after synthesis at roughly a third.
- The run gives the synthesized instance count as between 400 and 500.
- The run gives the top cell type by instance count after synthesis as dfrtp_1.
- The cell area that synthesis handed to floorplanning was between 0.003 and 0.004 mm^2.
- The run gives the count of yosys warnings during synthesis as 2.
- The synthesized design contains 0 enable-type register cells.
- In the synthesized netlist, the cells that appear most often are dfrtp_1, o22ai_1, nand2_1, nor2_1.
- The run puts the async set or reset register ratio after synthesis at 100.0%.
- The run gives the number of flip-flops and latches in the synthesized netlist as about 65.
- The run gives the most instantiated flip-flop cell in the synthesis netlist as dfrtp_1.
- For this run, the register share of the synthesized area comes to a little over two fifths.
- The run puts the mean instance size in the synthesized netlist at roughly 9.3 um^2.

Clocking:
- In this run, post-CTS repair resized a total of 0 instances.
- The run puts the maximum level of the CTS H-tree at 3.
- The run gives the clock sink count as about 65.
- TritonCTS built the clock tree.
- The run gives the count of buffers added by post-CTS timing repair for setup as 0.
- The root buffer cell chosen for the clock tree is clkbuf_16.
- The run puts the clock input transition at the sequential cells of the worst setup and hold paths at roughly 0.050 ns.
- Hold repair after CTS inserted 0 buffers.
- The run gives the largest buffer count on any clock path as 2.
- The run gives the total CTS buffers as 9.
- The run gives the clock latency reported for the late side of the worst-skew pair as roughly 0.33 ns.

Floorplanning:
- The run puts the number of I/O pins at roughly 44.
- In this run the full chip footprint comes out at roughly 0.013 mm^2.
- The run gives the initial core utilization as between 30% and 40%.
- According to the floorplan report, the die height is around 110 um.
- The run gives the area inside the core boundary as ~0.012 mm^2.
- The run gives the placement row count as around 40.
- The run puts the horizontal die dimension at ~110 um.

STA:
- The run puts the maximum clock rate at 219.4 MHz.
- The run gives the count of endpoints failing hold in the final timing report as 0.
- The run puts the part of the cycle the worst path needs at about two thirds.
- The pin closest to its max-slew limit shows a slew of ~0.92 ns.
- For the final database, setup skew stands at about 0.0054 ns.
- After layout, the minimum clock period comes to roughly 4.6 ns.
- The run gives the worst hold slack after final layout as 0.4926 ns.
- The last timing report of the flow puts the setup violation total at 0.
- The run puts the max-slew violation count at 0.
- Setup repair after global routing left no endpoint under its margin.
- The run gives the tightest slew margin relative to the limit as 38.50%.
- The run gives the summed negative setup slack over all endpoints as 0 ns.

Route:
- The detailed router reported a total wirelength of 9637 um.
- The run gives the wire length on met3 as around 540 um.
- For this run, the detailed router's first-pass iteration total came to 5.
- The run puts the detailed-route wire length on metal 1 at around 4500 um.
- TritonRoute reported its final design rule violation total as 0.
- In this run the remaining antenna-violating nets after routing total 0.
- The run gives the count of routing violations after the opening detailed-route iteration as approximately 350.
- The run gives the routed length per instance as roughly 16 um.
- Dividing the detail-routed via count by the number of cells gives 5.430.
- The detailed router used layers up to and including met4.
- The run puts the amount of wire on met2 after detailed routing at 4423 um.
- The run puts the number of vias after detailed routing at ~3,300.
- The run gives the antenna diode count as 0.

Pwr:
- The run puts the static power due to leakage at 1.705 nW.
- The run gives the power density over cell area as 322.0 mW/mm^2.
- The run gives the maximum vdd drop as 0.1009 mV.

Hold path:
- The min-delay analysis places its worst path in the category flop to flop.

Global route:
- The run gives the wire length of the first global-routing pass as about 16,000 um.
- The run puts the maximum number of pins on one net before global-route repair at about 44.
- The run gives the initial antenna violation count as 0.
- The total overflow left after global routing is 0.
- The run puts the combined global-route utilization of all metal layers at roughly 16%.
- The number of global-route vias before repair came to 3,125.

Finish:
- The run puts the layout-stage area growth over the synthesis result at 20.38%.
- The run gives the fraction of layout cells with a size suffix above 1 as approximately 11%.
- The run puts the filler-free cell count of the finished design at 603.
- The run gives the tally of filler cells in the layout as 1,182.

Critical path:
- The run puts the worst path required time at slightly above 7 ns.
- STA classifies the critical path startpoint as an input port.
- The run gives the largest fanout on the critical path as 19.
- The run puts the critical path data arrival time at roughly 4.8 ns.
- The critical path goes through clkdlybuf4s50_1, and2_1, a22o_1, a22oi_1, a31oi_4, nand2_1, o22ai_1, a211oi_1.
- For this design, the slowest cell found on the critical path is clkdlybuf4s50_1.
- STA classifies the critical path endpoint as a flop.
- Per STA, the highest per-stage delay on the worst path measures 0.87 ns.
- The critical path in this run is classified as input port to flop.

Job:
- The number of warnings reported in the stage logs is 29.
- The report counts max-capacitance violations totalling 0.

Outcome:
- The run finished with clean final reports.

Placement:
- The run gives the sum of net half-perimeters after detailed placement as a little over 6000 um.
- The run gives the routability congestion estimate as 0.8608.
- Counting tap cells, the placed design contains a total of slightly below 600 instances.
- The run puts the count of buffers from port buffering at 39.
sequential cells by signal, indices dropped and copies added (netlist names):
register / flops
bht: 32
mispredict_count: 32
pred_taken: 1
per-layer routing:
layer,vias to the layer above,global-route usage (%)
li1,1580,-
met3,11,2.913
met1,1568,24.91
met2,115,24.00
met4,0,2.511
met5,-,0
area by class of cell:
cell class | count | area (um^2) | area share [%]
clock buffers | 11 | 242.7 | 5.315
clock inverters | 5 | 55.05 | 1.205
inverters | 6 | 22.52 | 0.4932
multi-input cells | 304 | 1967 | 43.07
flip-flops and latches | 65 | 1647 | 36.05
well taps | 168 | 210.2 | 4.603
repair buffers | 44 | 422.9 | 9.260
placed cells by master, fill, tap and decap left out, types with 2 or more instances in the layout:
cell type,netlist,layout
clkbuf_16,0,9
xor2_1,13,13
clkinvlp_4,0,2
a31oi_1,16,16
clkdlybuf4s50_1,0,38
nand3_1,10,10
xnor2_2,3,3
nor2_1,26,26
o32ai_1,2,2
dfstp_2,16,16
mux2i_1,4,4
a211oi_1,15,15
a22oi_1,2,2
xnor2_1,18,18
nor4_1,3,3
nand2b_1,8,8
nor4_4,2,2
dfrtp_1,49,49
nor3_1,20,20
o22ai_1,45,45
o21ai_0,3,3
and3_1,8,8
a31oi_4,2,2
buf_4,2,5
nand4_1,13,13
nor2b_1,4,4
a21oi_1,20,20
inv_1,6,6
nor4b_2,3,3
clkinv_2,0,2
and2_1,5,5
nand3b_1,3,3
nand2_1,39,39
metrics by stage:
stage                     setup slack [ns]  power (mW)  cell area [um^2]  utilization [%]
after floorplan                      3.513      0.8708              3794                -
after global placement               2.121       1.011              4269            35.10
after detailed placement             2.132       1.019              4269            35.10
after CTS                            2.464       1.477              4567            37.55
after global routing                 2.120       1.558              4567            37.55
final                                2.342       1.470              4567            37.55
cells by family (layout without fill, tap and decap cells):
logic type	after synthesis	in the layout	share of synthesized area [%]
muxes	5	5	1.352
buffers and inverters	39	66	4.749
xor gates and xnor gates	34	34	8.443
and+or+nand+nor	151	151	21.60
AOI/OAI and AO/OA	113	113	20.12
adders and majority gates	1	1	0.3298
DFF	65	65	43.40
power breakdown:
group	internal, mW	switching [mW]	total [mW]	leakage [nW]
clock network	0.288	0.166	0.454	0.142
logic	0.193	0.236	0.429	0.777
registers	0.497	0.0905	0.588	0.786
worst max-delay path, delay by kind of cell:
family                 cells  cell delay [ns]
and+or+nand+nor            2             1.08
AOI/OAI and AO/OA          5             1.40
buffers and inverters      1             0.87
path summary, 6_finish.rpt:
kind                                       from              endpoint  slack, ns  cells past startpoint
max in group asynchronous               reset_n  mispredict_count[27]       4.93                      2
min                        mispredict_count[27]  mispredict_count[27]       0.49                      1
min in group asynchronous               reset_n            pred_taken       1.02                      1
max                                       pc[1]             bht[2][1]       2.34                      8
min reg2reg                mispredict_count[27]  mispredict_count[27]       0.49                      1
max reg2reg                          bht[14][0]             bht[2][1]       4.06                      7
Power figures rest on the tool's default switching activity, not on a simulated workload.
